**./config.mk**
```make
export PLATFORM = sky130hd
export DESIGN_NAME = dr
export DESIGN_NICKNAME = dr
export VERILOG_FILES = /design/flow/design.v
export SDC_FILE = /design/flow/constraint.sdc
export NUM_CORES = 4
export LEC_CHECK = 1
export CORE_AREA = 10 10 91 91
export DIE_AREA = 0 0 101 101
```
**./constraint.sdc**
```tcl
current_design dr

set clk_period 1.0
set clk_io_pct 0.2

create_clock -name clk0 -period $clk_period [get_ports {clk}]

set non_clock_inputs [all_inputs -no_clocks]
set_input_delay [expr $clk_period * $clk_io_pct] -clock clk0 $non_clock_inputs
set_output_delay [expr $clk_period * $clk_io_pct] -clock clk0 [all_outputs]
```
**./run.sh**
```bash
#!/bin/bash
# OpenROAD 26Q1-2900-gdf79404cd8, Yosys 0.63+post, stock flow scripts
make -C /OpenROAD-flow-scripts/flow DESIGN_CONFIG=/design/flow/config.mk WORK_HOME=/design/flow/orfs finish
```
**./design.v**
```verilog
module dr (clk, dmOut, writeback);
    input clk;
    input [31:0] dmOut;
    output reg [31:0] writeback;
    always @(posedge clk) begin
        writeback <= dmOut;
    end
endmodule
```
==> job_summary.md <==
## PnR job results

| Metric | Value |
|---|---|
| Critical path endpoint category | output pin |
| Worst-margin pin slew | 69.7 ps |
| Worst Min Path Start | dmOut[24] |
| Crit path cell chain | clkdlybuf4s15_1 |
| WL per Instance | 12.5 µm |
| PD cells | 2060 nW/µm² |
| Synth Instances | 32 |
| # DRC | 0 |
| Congestion Overflow GR | 0 |
| Most flops, register | writeback |
| GR peak layer | met2 |
| Normalized max-slew margin | 0.953 |
| Drt initial violations | 3 |
| CORE AREA | 6350 µm² |
| Critical Path AT | 750 ps |
| First-pass GRT wire length | 3.32 mm |
| Max reg flops | 32 |
| RSZ-0062 raised after global routing | no |
| Leak | 0.595 nW |
| Root Buffer | clkbuf_8 |
| GR Util All Layers | 0.0432 |
| H-tree depth | 2 |
| Placed Instances | 173 |
| Clock-pin slew on the worst setup and hold paths | 70 ps |
| Commonest flop | dfxtp_1 |
| Worst setup path startpoint | writeback[0] |
| Post-CTS Hold Fix Bufs | 0 |
| Cell taking the most area after synthesis | dfxtp_1 |
| Result of the run | finished, final reports clean |
| Syn Area/Cell | 20.0 µm² |
| Hold Crit Class | primary input to flop |
| Fill cells | 678 |
| DP Area | 1380 µm² |
| GR Util met3 | 0.0340 |
| Largest registers | writeback x32 |
| Synthesized area | 641 µm² |
| Hold WS | 351 ps |
| Die height | 101 µm |
| Finished Layout Cells | 181 |
| Largest stage delay, worst path | 310 ps |
| Die width | 101 µm |
| Setup_tns | 0 ps |
| Share of cells above drive strength 1 | 0.413 |
| # diodes | 0 |
| Die ar. | 10200 µm² |
| CP delay by family, top | flip-flops |
| Antenna Nets Post-Route | 0 |
| IO buf count | 64 |
| Slowest CP cell | dfxtp_1 |
| Combinational gates | 0 |
| Post-synth EDFFs | 0 |
| Floorplan utilization | 0.101 |
| Top-area cell share | 1.00 |
| Final setup violation count | 0 |
| Vias in the first global route | 532 |
| Pin count of the biggest net entering global routing | 11 |
| Row count | 29 |
| Total number of vias | 483 |
| Registers, synthesis | 32 |
| Final core occ | 0.221 |
| Most frequent cell after synthesis | dfxtp_1 |
| CTS Buffer Depth | 2 |
| CP Max Fanout | 1 |
| Most frequent cells after synthesis | dfxtp_1 (32) |
| Router iterations before antenna repair | 3 |
| Number of top-level pins | 65 |
| Highest clock rate | 1050 MHz |
| VDD IR max | 0.515 mV |
| Tool warnings | 25 |
| Sequential Area | 656 µm² |
| Max-cap violations | 0 |
| Yosys Instances | 32 |
| Worst setup path class | flop to output pin |
| Total Wirelength | 2.26 mm |
| Final Cell Area | 1400 µm² |
| Yosys chip area | 641 µm² |
| Top cells, area | dfxtp_1 (100%) |
| CTS tree | done |
| Synth warn | 1 |
| Final slew viol count | 0 |
| CP startpoint kind | flop |
| Met2 GRT Util | 0.0678 |
| Min cycle time layout | 951 ps |
| Crit path buf inv count | 1 |
| GPL Wtd Cong | 0.704 |
| TritonCTS Buffers | 5 |
| Cycle use final | 0.951 |
| Initial antenna violation count | 0 |
| DR vias/cell | 2.67 |
| Synth-to-Final Area Change | 119% |
| Seq share, synth | 1.00 |
| Met1 GRT Util | 0.0449 |
| Final hold vios | 0 |
| Netlist cell types | 1 |
| Comb area | 0 µm² |
| Clock Sinks | 32 |
| Ys async rst share | 0 |
| CP required | 800 ps |
[what timing repair did]
action | CTS | global route
setup buffers | 0 | 0
cloned | 0 | 0
endpoints found under the setup margin | 32 | 18
gates resized | 73 | 30
[routing by layer]
layer	part of all wire	routed length, µm
met5	0	0
met4	0.021	47
met3	0.16	352
met2	0.47	1060
met1	0.35	799
[layout make-up]
cell class,instances,share of cell area
Sequential cell,32,0.467
Timing Repair Buffer,64,0.374
Clock buffer,7,0.0686
Tap cell,77,0.0686
Clock inverter,1,0.0214
[stage by stage]
stage,worst slack (ps),total power (W)
detailed placement,4.94,0.00163
floorplan,538,0.00137
CTS,8.37,0.00299
finish,49.0,0.00289
global placement,1.00,0.00163
global route,1.95,0.00306
[kinds of logic (layout without fill, tap and decap cells)]
logic type             count (synthesis)  after routing  synth area share
flip-flops                            32             32              1.00
buffers and inverters                  0             72                 0
[final timing paths]
check,endpoint,slack [ps],cells after the start
min,writeback[24],350,1
max,writeback[0],50,1
[power by group]
part | switching (W) | internal (W)
Clock | 0.000468 | 0.000879
Sequential | 0.0000145 | 0.00135
Combinational | 0.0000270 | 0.000158
Total | 0.000510 | 0.00238
[cell usage in the layout, fill, tap and decap left out]
master           count
clkbuf_2            18
dfxtp_2             12
bufinv_16            1
clkdlybuf4s15_1      9
clkdlybuf4s50_1     32
buf_2                5
dfxtp_1             20
clkbuf_8             7
No activity file was given, so power comes from the tool's default toggle rates.
