`./design.v`:
```
module ir (clk, IRWr, imOut, instruction);
    input clk, IRWr;
    input [31:0] imOut;
    output reg [31:0] instruction;
    always @(posedge clk) begin
        if(IRWr) instruction <= imOut;
        else instruction <= instruction;
    end
endmodule
```
`./run.sh`:
```
#!/bin/bash
# OpenROAD 26Q1-2900-gdf79404cd8, Yosys 0.63+post, stock flow scripts
make -C /OpenROAD-flow-scripts/flow DESIGN_CONFIG=/design/flow/config.mk WORK_HOME=/design/flow/orfs finish
```
`./config.mk`:
```
export PLATFORM = sky130hd
export DESIGN_NAME = ir
export DESIGN_NICKNAME = ir
export VERILOG_FILES = /design/flow/design.v
export SDC_FILE = /design/flow/constraint.sdc
export NUM_CORES = 4
export LEC_CHECK = 1
export CORE_AREA = 10 10 86 86
export DIE_AREA = 0 0 96 96
```
`./constraint.sdc`:
```
current_design ir

set clk_period 1.0
set clk_io_pct 0.2

create_clock -name clk0 -period $clk_period [get_ports {clk}]

set non_clock_inputs [all_inputs -no_clocks]
set_input_delay [expr $clk_period * $clk_io_pct] -clock clk0 $non_clock_inputs
set_output_delay [expr $clk_period * $clk_io_pct] -clock clk0 [all_outputs]
```
==> out/metrics.yaml <==
status: "finished, final reports clean"
yosysSeqAreaShare: 1.00
fp-utilization: 0.173
drive_gt1_frac: 0.368
drt_iter0_markers: 12
setup_viol: 0
setup_slack_ps: 6.40
cts_tree: "yes"
vias: 589
syn_avg_cell_area_um2: 30.0
cts.path.max_buffers: 2
chipHeight_um: 96
placed_cell_area_um2: 1740
period_minus_slack_ps: 994
rsz0062_at_grt: "true"
grt_pass1_vias: 698
io_buffer_count: 65
final-comb-area_um2: 0
routed_via_density: 3.31
gr-total-overflow: 0
combPwrFrac: 0.091
finalHoldViolations: 0
irDropWorstVdd_mv: 0.565
crit_path_max_incr_delay_ps: 570
drt_wl_total_mm: 2.59
pre_cts_ws_ps: -287
die_w_um: 96
sw_frac_of_total: 0.185
gp_congestion: 0.742
lay_top_cells: "33 x clkdlybuf4s50_1, 32 x edfxtp_1, 32 x buf_2, 5 x clkbuf_8"
hp-class: "in2reg"
warnings: 26
grt_start_max_net_pins: 21
maxSlewViolCount: 0
syn-instance-count: 32
fp-row-count: 27
clkTransAtPathRegs_ps: 60
top_area_frac: 1.00
top_area_cell: "edfxtp_1"
detail-route-antenna-nets: 0
cap_violations: 0
synth_cell_types: 1
grt_pass1_wl_mm: 3.87
tightestPinTransition_ps: 201
top_register: "instruction"
clock-sinks: 32
cp-start-kind: "primary input"
setup_tns_ps: 0
yosys_cells: 32
logic_gate_count: 0
yosys_warnings: 1
mostFrequentLayoutCell: "clkdlybuf4s50_1"
dr.pass1.iters: 2
max_freq_ghz: 1.01
endpoint_kind: "register"
seq_power_share: 0.587
internal-power_mw: 2.24
p_clk_frac: 0.322
crit_required_ps: 980
cp_slowest_cell: "clkdlybuf4s50_1"
synth_area_um2: 961
cts_made_buffers: 5
slew_headroom: 0.865
p_switching_mw: 0.509
crit_chain: "clkdlybuf4s50_1 > buf_12"
area_delta_synth_final_pct: 72.5
track_usage: 0.0570
period_used_share: 0.994
final_cell_area_um2: 1660
ys.flops: 32
power_density_nw_per_um2: 1660
cp.arrival_ps: 980
path_buffers: 2
drc: 0
cts_max_level: 2
die_area_um2: 9220
yosysChipArea_um2: 961
wl_per_cell_um: 14.5
core_area_um2: 5540
largest_registers: "instruction x32"
insertedDiodeCount: 0
power_leakage_nw: 0.626
synthTopCellsByArea: "edfxtp_1 100%"
post-route-util: 0.299
cpLargestDelayFamily: "buffers and inverters"
ios: 66
path_class: "in2reg"
worst-path-max-fanout: 20
largest_reg_flops: 32
antenna_found_initial: 0
cts-root-buf: "clkbuf_8"
[routing by layer]
layer  track usage  wire length [um]  up-vias
met4       0.00860                39        0
li1              -                 -      274
met2        0.0897              1220       36
met3        0.0377               339        6
met1        0.0654               992      273
met5             0                 0        -
[final cells by class]
class | count | area, um^2
clock buffer | 5 | 68.8
clock inverter | 2 | 7.51
fill | 574 | 3880
sequential | 32 | 961
tap | 72 | 90.1
timing repair buffer | 67 | 531
[power groups by stage]
stage / Sequential [mW] / Clock [mW] / Combinational, mW
5_1_grt: 1.63 / 1.01 / 0.279
4_1_cts: 1.62 / 0.950 / 0.262
6_report: 1.61 / 0.884 / 0.251
[Yosys cell counts]
cell type  count
edfxtp_1      32
[path summary, 6_finish.rpt]
path      start                        end  depth (start not counted)
max        IRWr   instruction[9]$_DFFE_PP_                          2
min   imOut[24]  instruction[24]$_DFFE_PP_                          1
[logic make-up (layout without fill, tap and decap cells)]
| family | count (synthesis) | after routing | synth area share |
|---|---|---|---|
| flops | 32 | 32 | 1.00 |
| buf+inv | 0 | 74 | 0 |
[repair_timing]
| action | 4_1_cts | 5_1_grt |
|---|---|---|
| pin swaps | 0 | 0 |
| hold endpoints to repair | 0 | 0 |
| hold buffers | 0 | 0 |
| setup buffers | 0 | 0 |
| cloned | 0 | 0 |
| setup endpoints to repair | 32 | 19 |
| gates resized | 99 | 0 |
[stage by stage]
stage / hold WS [ps] / std cells / total power, mW
final: 477 / 178 / 2.75
after global routing: 460 / 178 / 2.92
after CTS: 462 / 178 / 2.83
after detailed placement: 758 / 171 / 2.01
after global placement: 756 / 171 / 2.00
after floorplan: 299 / 32 / 1.62
Power is estimated from default activity; no workload was simulated.
