**run.sh**
```bash
#!/bin/bash
# OpenROAD 26Q1-2900-gdf79404cd8, Yosys 0.63+post, stock flow scripts
make -C /OpenROAD-flow-scripts/flow DESIGN_CONFIG=/design/flow/config.mk WORK_HOME=/design/flow/orfs finish
```
**config.mk**
```make
export PLATFORM = sky130hd
export DESIGN_NAME = cp0
export DESIGN_NICKNAME = cp0
export VERILOG_FILES = /design/flow/design.v
export SDC_FILE = /design/flow/constraint.sdc
export NUM_CORES = 4
export LEC_CHECK = 1
export CORE_UTILIZATION = 30
```
**constraint.sdc**
```tcl
current_design cp0

set clk_period 6.5
set clk_io_pct 0.2

create_clock -name clk0 -period $clk_period [get_ports {clk}]

set non_clock_inputs [all_inputs -no_clocks]
set_input_delay [expr $clk_period * $clk_io_pct] -clock clk0 $non_clock_inputs
set_output_delay [expr $clk_period * $clk_io_pct] -clock clk0 [all_outputs]
```
**design.v**
```verilog
module cp0 (
    clk, rst, wen, EXLset, EXLclr,
    sel, HWint, din, PC,
    IntReq, epcout, dout
);
    input clk, rst;
    input wen, EXLset, EXLclr;
    input [4:0] sel;
    input [5:0] HWint;
    input [31:0] din;
    input [31:0] PC;     
    output IntReq;
    output [31:0] epcout;
    output [31:0] dout;
    integer i;
    parameter SR = 5'b01100,
              CAUSE = 5'b01101,
              EPC = 5'b01110,
              PRID = 5'b01111;
    reg [31:0] co_registerFile[31:0];
    reg [15:10] im;
    reg exl, ie;
    assign IntReq = |(HWint & im) & ie & (~exl);
    assign dout = co_registerFile[sel];
    assign epcout = co_registerFile[EPC];
    always @(posedge clk, negedge rst) begin
        if(!rst) begin
            for(i=0; i<=31; i=i+1) co_registerFile[i] <= 0;
        end
        else if(wen) begin  
            case(sel) 
                SR:begin
                    {im, exl, ie} = {din[15:10], din[1], din[0]};
                    co_registerFile[SR] = {16'b0, im, 8'b0, exl, ie};
                end
                CAUSE: co_registerFile[CAUSE] = {16'b0, HWint, 10'b0};
                EPC: if(exl) co_registerFile[EPC] = PC;
                PRID: co_registerFile[PRID] = din;
                default: co_registerFile[sel] = {32'hffff_ffff};
            endcase
        end
    end
    always @(*) begin
        if(EXLset) exl = 1'b1;
        if(EXLclr) exl = 1'b0;
    end
endmodule
```
==> run_results.csv <==
group,metric,value,unit
synth,ys_area,5240,sq um
run_status,failing_step,"1_2_yosys",
synth,yosysWarnings,2,
synth,async_flop_share,0.922,
synth,ys_ff,115,
run_status,error,"ERROR: Found 1 problems in 'check -assert'.",
synth,yosysCellCount,394,
synth,ys.flop_type,"dfrtp_1",
synth,ys_types,45,
run_status,status,"stopped before the end",
synth,synth-edff-count,8,
==> logic make-up after synthesis <==
group / share of synthesized area
AND-OR/OR-AND: 0.128
latches: 0.00287
AND/OR/NAND/NOR: 0.0640
multiplexers: 0.216
flip-flops: 0.552
buffers and inverters: 0.0368
==> cell usage after synthesis, types with 2 or more instances <==
cell / count / area (sq um)
o21ai_0: 12 / 60.1
buf_6: 5 / 56.3
nand4_1: 4 / 25.0
nand3_1: 8 / 40.0
edfxtp_1: 8 / 240
o21ai_2: 7 / 61.3
mux2i_1: 3 / 30.0
mux2_1: 6 / 67.6
nor2b_1: 4 / 25.0
o21bai_1: 11 / 82.6
buf_1: 2 / 7.51
inv_1: 3 / 11.3
nand2b_1: 2 / 12.5
a22oi_1: 29 / 218
and2_1: 3 / 18.8
a21o_1: 17 / 128
clkbuf_8: 3 / 41.3
mux4_2: 6 / 135
o21ai_1: 8 / 40.0
nand2_1: 17 / 63.8
nand3b_1: 4 / 30.0
nor2_2: 3 / 18.8
dfrtp_1: 106 / 2650
nor3b_1: 2 / 15.0
buf_2: 7 / 35.0
and3_1: 3 / 18.8
nor2_1: 7 / 26.3
clkbuf_1: 8 / 30.0
mux2_2: 80 / 901
